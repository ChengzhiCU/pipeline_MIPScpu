===== ./run.sh =====
#!/bin/bash
# OpenROAD 26Q1-2900-gdf79404cd8, Yosys 0.63+post, stock flow scripts
make -C /OpenROAD-flow-scripts/flow DESIGN_CONFIG=/design/flow/config.mk WORK_HOME=/design/flow/orfs finish

===== ./config.mk =====
export PLATFORM = sky130hd
export DESIGN_NAME = adder
export DESIGN_NICKNAME = adder
export VERILOG_FILES = /design/flow/design.v
export SDC_FILE = /design/flow/constraint.sdc
export NUM_CORES = 4
export LEC_CHECK = 1
export CORE_UTILIZATION = 30

===== ./constraint.sdc =====
current_design adder

set clk_period 16.2
set clk_io_pct 0.2

create_clock -name clk0 -period $clk_period

set non_clock_inputs [all_inputs -no_clocks]
set_input_delay [expr $clk_period * $clk_io_pct] -clock clk0 $non_clock_inputs
set_output_delay [expr $clk_period * $clk_io_pct] -clock clk0 [all_outputs]

===== ./design.v =====
module anotheradder(a,b,fun,z,v,n,sign,out);
  input [31:0] a,b;
  input fun,sign;
  output reg z,v,n;
  output wire [31:0] out;
  wire [31:0] b_use;
  assign b_use[31:0] = (fun)?((~b[31:0])+1):b[31:0];
  assign out = a+b_use;
  always@(*) begin
    if (out == 0)
      z = 1;
    else
      z = 0;
    if(sign == 0)
      v = 0;
    else begin
      if(fun==0) 
        v = ((a[31]^(~b[31]))&(a[31]^out[31]))?1'b1:1'b0;
      else
        v = ((a[31]^b[31])&((~b[31])^out[31]))?1'b1:1'b0;
    end
    if(sign == 1)
      n=(out[31]&~v)|(~out[31]&v);
    else
      n=fun&(b>a);
  end
endmodule
module onebitadder(a , b , binvert , carryin , carryout , result);
  input a,b,carryin,binvert;
  output wire carryout,result;
  reg [1:0] temp;
  wire b_use;
  assign b_use = binvert?(~b):b; 
  always@(*) begin
    temp = a+b_use+carryin;
  end
  assign carryout = temp[1];
  assign result = temp[0];
endmodule
module fourbitadder(a , b , carryin , binvert , carryout , result);
  input [3:0] a,b;
  input binvert , carryin;
  output wire carryout ;
  output wire [3:0] result;
  wire [3:0] G,P,C;
  wire [3:0] temp;
  wire [3:0] b_use;
  assign b_use = binvert?(~b):b;
  assign G[0]=a[0]&b_use[0];
  assign G[1]=a[1]&b_use[1];
  assign G[2]=a[2]&b_use[2];
  assign G[3]=a[3]&b_use[3];
  assign P[0]=a[0]^b_use[0];
  assign P[1]=a[1]^b_use[1];
  assign P[2]=a[2]^b_use[2];
  assign P[3]=a[3]^b_use[3];
  assign C[1]=G[0]|(P[0]&carryin);
  assign C[2]=G[1]|(P[1]&G[0])|(P[1]&P[0]&carryin);
  assign C[3]=G[2]|(G[1]&P[2])|(P[2]&P[1]&G[0])|(P[2]&P[1]&P[0]&carryin);
  assign carryout=G[3]|(P[3]&G[2])|(P[3]&P[2]&G[1])|(P[3]&P[2]&P[1]&G[0])|(P[3]&P[2]&P[1]&P[0]&carryin);
  onebitadder u1(a[0],b[0],binvert,carryin,temp[0],result[0]);
  onebitadder u2(a[1],b[1],binvert,C[1],temp[1],result[1]);
  onebitadder u3(a[2],b[2],binvert,C[2],temp[2],result[2]);
  onebitadder u4(a[3],b[3],binvert,C[3],temp[3],result[3]);
endmodule
module adder(a , b , fun , sign , out , z , n , v);
  input [31:0] a,b;
  input fun;
  input sign;
  output wire [31:0] out;
  output reg z,n,v;
  wire carryin , binvert;
  wire [7:0] carry;
  assign binvert=fun?1:0;
  assign carryin=fun;
  fourbitadder u1(a[3:0],b[3:0],carryin,binvert,carry[0],out[3:0]);
  fourbitadder u2(a[7:4],b[7:4],carry[0],binvert,carry[1],out[7:4]);
  fourbitadder u3(a[11:8],b[11:8],carry[1],binvert,carry[2],out[11:8]);
  fourbitadder u4(a[15:12],b[15:12],carry[2],binvert,carry[3],out[15:12]);
  fourbitadder u5(a[19:16],b[19:16],carry[3],binvert,carry[4],out[19:16]);
  fourbitadder u6(a[23:20],b[23:20],carry[4],binvert,carry[5],out[23:20]);
  fourbitadder u7(a[27:24],b[27:24],carry[5],binvert,carry[6],out[27:24]);
  fourbitadder u8(a[31:28],b[31:28],carry[6],binvert,carry[7],out[31:28]);
  always@(*) begin
    if (out == 0)
      z = 1;
    else
      z = 0;
    if(sign == 0)
      v = 0;
    else begin
      if(fun==0) 
        v = ((a[31]^(~b[31]))&(a[31]^out[31]))?1:0;
      else
        v = ((a[31]^b[31])&((~b[31])^out[31]))?1:0;
    end
    if(sign == 1) begin
      if(out[31] == 0)
        n = v;
      if(out[31] == 1)
        n = (~v);
    end
    else
      n = 0;
  end
endmodule
  module cmp(z,v,n,fun,out,a);
    input z,n,v;
    input [31:0] a;
    input [2:0] fun;
    output reg [31:0] out;
    always@(*) begin
      if (fun == 3'b001)
        out = (z)?32'b1:32'b0;
      else if (fun == 3'b000)
        out = (z)?32'b0:32'b1;
      else if (fun == 3'b010)
        out = (n)?32'b1:32'b0;
      else if (fun == 3'b110)
        out = ((a==0)|(a[31]==1))?32'b1:32'b0;
      else if (fun == 3'b101)
        out = (a[31]==1)?32'b1:32'b0;
      else if (fun == 3'b111)
        out = ((a[31]==0)&(a!=0))?32'b1:32'b0;
      else
        out = 32'b0;
    end
  endmodule
  module mylogic(a,b,fun,out);
    input [31:0] a,b;
    input [3:0] fun;
    output reg [31:0] out;
    always@(*) begin
      if (fun == 4'b1000)
        out = a&b;
      else if (fun == 4'b1110)
        out = a|b;
      else if (fun == 4'b0110)
        out = a^b;
      else if (fun == 4'b0001)
        out = ~(a|b);
      else if (fun == 4'b1010)
        out = a;
      else
        out = 0;
    end
  endmodule
  module shift(a,b,fun,out);
    input [31:0] a,b;
    input [1:0] fun;
    output reg [31:0] out;
    reg [31:0] temp1,temp2;
    initial begin
      temp1 = 32'b11111111111111111111111111111111;
    end
    always@(*) begin
      if (fun == 2'b00)
        out = b<<a[4:0];
      else if(fun == 2'b01)
        out = b>>a[4:0];
      else if(fun == 2'b11) begin
        out = b>>a[4:0];
        if (b[31] == 1) begin
          temp2 = temp1<<1;
          if (a[0] == 0)
            temp2 = temp2<<1;
          if (a[1] == 0)
            temp2 = temp2<<2;
          if (a[2] == 0)
            temp2 = temp2<<4;
          if (a[3] == 0)
            temp2 = temp2<<8;
          if (a[4] == 0)
            temp2 = temp2<<16;
          out = out|temp2;
        end
      end
    end       
  endmodule
  module alu(a,b,fun,sign,zout);
    input [31:0] a,b;
    input [5:0] fun;
    input sign;
    output reg [31:0] zout;
    wire [31:0] temp1,temp2,temp3,temp4;
    wire z,v,n;
    anotheradder u1(a,b,fun[0],z,v,n,sign,temp1);
    cmp u2(z,v,n,fun[3:1],temp2,a);
    mylogic u3(a,b,fun[3:0],temp3);
    shift u4(a,b,fun[1:0],temp4);
    always@(*) begin
      if (fun[5:4] == 2'b00)
        zout <= temp1;
      else if (fun[5:4] == 2'b11)
        zout <= temp2;
      else if (fun[5:4] == 2'b01)
        zout <= temp3;
      else if (fun[5:4] == 2'b10)
        zout <= temp4;
    end
  endmodule

==> impl_metrics.sql <==
-- generated from flow reports
INSERT INTO impl_metrics (metric_group, metric, value, unit) VALUES
('outcome', 'outcome', 'finished clean', ''),
('worst_setup_path', 'setup.worst_path.start_class', 'primary input', ''),
('sta', 'fin_hold_ws', '7.41', 'ns'),
('run', 'max_cap_viol_count', '0', ''),
('global_route', 'grt_pass1_vias', '2105', ''),
('sta', 'min_period', '12.65', 'ns'),
('sta', 'unconstrained_endpoints', '1', ''),
('cells_and_area', 'layout_top_cell_excl_fill_tap', 'sky130_fd_sc_hd__clkdlybuf4s50_1', ''),
('cells_and_area', 'n_fill_cell', '753', ''),
('place', 'placed_cells', '474', ''),
('cells_and_area', 'fin_area', '0.00327', 'mm^2'),
('route', 'drt_pre_antenna_iters', '4', ''),
('synthesis', 'synthesis.area_per_instance', '7.84', 'um^2'),
('sta', 'final_min_period_over_clock_period', '78.1', '%'),
('die', 'chipWidth', '91.4', 'um'),
('synthesis', 'synthesis.instances', '306', ''),
('cells_and_area', 'finish.utilization', '42.3', '%'),
('place', 'hpwlAfterDp', '5.26', 'mm'),
('worst_setup_path', 'crit_fanout', '34', ''),
('global_route', 'grt_usage', '14.4', '%'),
('route', 'final_antenna_net_count', '0', ''),
('sta', 'count_of_unclocked_register_or_latch_pins', '1', ''),
('power_and_ir_drop', 'p_leak', '1.35', 'nW'),
('power_and_ir_drop', 'clockPowerShare', '0', '%'),
('cells_and_area', 'final_layout_size_suffix_gt1_share', '3.76', '%'),
('sta', 'fin_setup_tns', '0', 'ns'),
('power_and_ir_drop', 'vdd_ir_drop_max', '22.3', 'uV'),
('clock_tree', 'ctsResizeCount', '0', ''),
('power_and_ir_drop', 'seqPwrFrac', '0.2', '%'),
('sta', 'relSlewSlack', '48.7', '%'),
('synthesis', 'top_area_contributor_share', '17.5', '%'),
('die', 'floorplan.core_util', '31.1', '%'),
('place', 'placement.cell_area', '0.00327', 'mm^2'),
('route', 'detailroute.via_count', '2164', ''),
('sta', 'setup_viol', '0', ''),
('sta', 'timing_max_transition_violations_final', '0', ''),
('route', 'drt-total-wl', '5.85', 'mm'),
('route', 'post_drt_via_cell_ratio', '4.57', ''),
('sta', 'fmax', '0.0790', 'GHz'),
('synthesis', 'top_area_cell', 'sky130_fd_sc_hd__xor2_1', ''),
('synthesis', 'ff_type', 'sky130_fd_sc_hd__dlxtn_1', ''),
('hold_path', 'hp-class', 'in2out', ''),
('global_route', 'grt_pass1_wl', '9.67', 'mm'),
('sta', 'final-hold-violation-count', '0', ''),
('clock_tree', 'post-cts-setup-buffer-count', '0', ''),
('cells_and_area', 'finish.cell_count_without_fillers', '474', ''),
('cells_and_area', 'syn2layout_area_growth', '36.2', '%'),
('route', 'drtIter0Drc', '39', ''),
('die', 'top_level_ports', '101', ''),
('synthesis', 'yosys_warnings', '2', ''),
('synthesis', 'synth-seq-cells', '1', ''),
('route', 'routed_wire_length_per_instance', '12.3', 'um'),
('synthesis', 'syn-cell-area', '0.00240', 'mm^2'),
('global_route', 'grt_start_max_net_pins', '35', ''),
('power_and_ir_drop', 'netSwitchingFraction', '42.6', '%'),
('worst_setup_path', 'worstSetupPathType', 'in2out', ''),
('sta', 'worst_slew_pin_slew', '0.759', 'ns'),
('global_route', 'antenna_found_initial', '0', ''),
('synthesis', 'number_of_synthesized_flops_with_an_enable_pin', '0', ''),
('die', 'floorplan.die.height', '91.4', 'um'),
('die', 'floorplan.die_area', '0.00836', 'mm^2'),
('synthesis', 'yosys_cells', '306', ''),
('global_route', 'grt_remaining_overflow', '0', ''),
('die', 'row_count', '32', ''),
('sta', 'grt_setup_unrepaired', 'false', ''),
('synthesis', 'synth-area-yosys', '0.00240', 'mm^2'),
('cells_and_area', 'mostFrequentLayoutCells', 'sky130_fd_sc_hd__clkdlybuf4s50_1, sky130_fd_sc_hd__xor2_1, sky130_fd_sc_hd__ha_1', ''),
('worst_setup_path', 'timing.critical_path.arrival', '9.41', 'ns'),
('place', 'routabilityCongestion', '0.863', '');
[worst max-delay path, stage by stage]
cell	delay, ns
sky130_fd_sc_hd__buf_2	0.08
sky130_fd_sc_hd__buf_4	0.47
sky130_fd_sc_hd__xor2_1	0.19
sky130_fd_sc_hd__ha_1	0.34
sky130_fd_sc_hd__a21oi_1	0.06
sky130_fd_sc_hd__o21ai_0	0.46
sky130_fd_sc_hd__a2bb2oi_1	0.15
sky130_fd_sc_hd__nor4b_1	0.23
sky130_fd_sc_hd__o31a_1	0.36
sky130_fd_sc_hd__or3_4	0.41
sky130_fd_sc_hd__nor2b_1	0.15
sky130_fd_sc_hd__fa_1	0.37
sky130_fd_sc_hd__xor2_1	0.18
sky130_fd_sc_hd__xnor2_1	0.14
sky130_fd_sc_hd__or4_1	0.51
sky130_fd_sc_hd__or4_1	0.45
sky130_fd_sc_hd__or4_1	0.41
sky130_fd_sc_hd__or4_1	0.45
sky130_fd_sc_hd__nor4_2	0.22
sky130_fd_sc_hd__clkdlybuf4s50_1	0.51
[metal layers]
metal / wire length, um / track usage [%] / vias up
li1: - / - / 1156
met1: 2570 / 18.2 / 954
met2: 2980 / 27.4 / 50
met3: 244 / 1.28 / 4
met4: 56 / 1.06 / 0
met5: 0 / 0 / -
[logic make-up (layout without fill, tap and decap cells)]
logic type,Yosys count,count (layout),share of synthesized area (%)
muxes,1,1,0.417
other,1,1,0.156
latches,1,1,0.625
AOI/OAI and AO/OA,55,55,16.5
buffers and inverters,64,130,15.7
adders and majority gates,39,39,22.4
xor gates and xnor gates,78,78,28.8
and+or+nand+nor,67,67,15.4
[cells in the mapped netlist, drive strengths merged (4+ instances only)]
cell type,count
o21ai,11
nand2,18
a21oi,21
nor3,6
nand4,6
nor2,12
buf,36
nand3,4
fa,7
inv,28
ha,31
xor2,49
xnor2,29
or4,5
[cell type report]
cell class	instances	area, um^2	area share [%]
multi-input cells	241	2010	61.4
repair buffers	102	1010	31.0
well taps	102	128	3.90
inverters	28	105	3.21
flip-flops and latches	1	15.0	0.459
[power by group through the flow]
stage         clock network [mW]  logic [mW]  registers, mW
global route                   0       0.203       0.000363
finish                         0       0.181       0.000356
CTS                            0       0.184       0.000362
[path summary, 6_finish.rpt]
kind                  startpoint  endpoint  slack (ns)  cells after the start
worst max-delay path         fun         z        3.55                     20
worst min-delay path        sign         v        7.41                      3
[per-stage QoR]
step           power, mW  worst slack (ns)
6_report           0.181              3.55
4_1_cts            0.184              3.52
2_1_floorplan      0.125              4.13
3_5_place_dp       0.183              3.54
3_3_place_gp       0.184              3.65
5_1_grt            0.203              3.11
No activity file was given, so power comes from the tool's default toggle rates.
